### flow/run.sh
#!/bin/bash
# OpenROAD 26Q1-2900-gdf79404cd8, Yosys 0.63+post, stock flow scripts
make -C /OpenROAD-flow-scripts/flow DESIGN_CONFIG=/design/flow/config.mk WORK_HOME=/design/flow/orfs finish
### flow/config.mk
export PLATFORM = sky130hd
export DESIGN_NAME = ALU
export DESIGN_NICKNAME = ALU
export VERILOG_FILES = /design/flow/design.v
export SDC_FILE = /design/flow/constraint.sdc
export NUM_CORES = 4
export LEC_CHECK = 1
export CORE_UTILIZATION = 30
### flow/constraint.sdc
current_design ALU

set clk_period 85.3
set clk_io_pct 0.2

create_clock -name clk0 -period $clk_period

set non_clock_inputs [all_inputs -no_clocks]
set_input_delay [expr $clk_period * $clk_io_pct] -clock clk0 $non_clock_inputs
set_output_delay [expr $clk_period * $clk_io_pct] -clock clk0 [all_outputs]
### flow/design.v
package SLC3_2;
   parameter op_ADD = 4'b0001;  
   parameter op_AND = 4'b0101;
   parameter op_NOT = 4'b1001;
   parameter op_BR  = 4'b0000;
   parameter op_JMP = 4'b1100;
   parameter op_JSR = 4'b0100;
   parameter op_LDR = 4'b0110;
   parameter op_STR = 4'b0111;
   parameter op_PSE = 4'b1101;
   parameter NO_OP = 15'b0;    
   parameter R0 = 3'b000;       
   parameter R1 = 3'b001;
   parameter R2 = 3'b010;
   parameter R3 = 3'b011;
   parameter R4 = 3'b100;
   parameter R5 = 3'b101;
   parameter R6 = 3'b110;
   parameter R7 = 3'b111;
   parameter p   = 3'b001;      
   parameter z   = 3'b010;
   parameter zp  = 3'b011;
   parameter n   = 3'b100;
   parameter np  = 3'b101;
   parameter nz  = 3'b110;
   parameter nzp = 3'b111;
   parameter outHEX = -1;
   parameter inSW = -1;
   function [15:0] opCLR ( input [2:0] DR );
      opCLR[15:12] = op_AND;
      opCLR[11: 9] = DR;
      opCLR[ 8: 6] = DR;
      opCLR[ 5   ] = 1'b1;
      opCLR[ 4: 0] = 5'b0;
   endfunction
   function [15:0] opAND ( input [2:0] DR, SR1, SR2 );
      opAND[15:12] = op_AND;
      opAND[11: 9] = DR;
      opAND[ 8: 6] = SR1;
      opAND[ 5: 3] = 3'b0;
      opAND[ 2: 0] = SR2;
   endfunction
   function [15:0] opANDi ( input [2:0] DR, SR, integer imm5 );
      opANDi[15:12] = op_AND;
      opANDi[11: 9] = DR;
      opANDi[ 8: 6] = SR;
      opANDi[ 5   ] = 1'b1;
      opANDi[ 4: 0] = imm5[4:0];
   endfunction
   function [15:0] opADD ( input [2:0] DR, SR1, SR2 );
      opADD[15:12] = op_ADD;
      opADD[11: 9] = DR;
      opADD[ 8: 6] = SR1;
      opADD[ 5: 3] = 3'b0;
      opADD[ 2: 0] = SR2;
   endfunction
   function [15:0] opADDi ( input [2:0] DR, SR, integer imm5 );
      opADDi[15:12] = op_ADD;
      opADDi[11: 9] = DR;
      opADDi[ 8: 6] = SR;
      opADDi[ 5   ] = 1'b1;
      opADDi[ 4: 0] = imm5[4:0];
   endfunction
   function [15:0] opINC ( input [2:0] DR );
      opINC[15:12] = op_ADD;
      opINC[11: 9] = DR;
      opINC[ 8: 6] = DR;
      opINC[ 5   ] = 1'b1;
      opINC[ 4: 0] = 1;
   endfunction
   function [15:0] opDEC ( input [2:0] DR );
      opDEC[15:12] = op_ADD;
      opDEC[11: 9] = DR;
      opDEC[ 8: 6] = DR;
      opDEC[ 5   ] = 1'b1;
      opDEC[ 4: 0] = -1;
   endfunction
   function [15:0] opNOT ( input [2:0] DR, SR );
      opNOT[15:12] = op_NOT;
      opNOT[11: 9] = DR;
      opNOT[ 8: 6] = SR;
      opNOT[ 5: 0] = 5'b1;
   endfunction
   function [15:0] opBR ( input [2:0] condition, integer PCoffset9 );
      opBR[15:12] = op_BR;
      opBR[11: 9] = condition;
      opBR[ 8: 0] = PCoffset9[8:0];
   endfunction
   function [15:0] opJMP ( input [2:0] BaseR );
      opJMP[15:12] = op_JMP;
      opJMP[11: 9] = 3'b0;
      opJMP[ 8: 6] = BaseR;
      opJMP[ 5: 0] = 6'b0;
   endfunction
   function [15:0] opRET ( );
      opRET[15:12] = op_JMP;
      opRET[11: 9] = 3'b0;
      opRET[ 8: 6] = R7;
      opRET[ 5: 0] = 6'b0;
   endfunction
   function [15:0] opJSR ( input integer PCoffset11 );
      opJSR[15:12] = op_JSR;
      opJSR[11   ] = 1'b1;
      opJSR[10: 0] = PCoffset11[10:0];
   endfunction
   function [15:0] opLDR ( input [2:0] DR, BaseR, integer offset6 );
      opLDR[15:12] = op_LDR;
      opLDR[11: 9] = DR;
      opLDR[ 8: 6] = BaseR;
      opLDR[ 5: 0] = offset6[5:0];
   endfunction
   function [15:0] opSTR ( input [2:0] SR, BaseR, integer offset6 );
      opSTR[15:12] = op_STR;
      opSTR[11: 9] = SR;
      opSTR[ 8: 6] = BaseR;
      opSTR[ 5: 0] = offset6[5:0];
   endfunction
   function [15:0] opPSE ( input [11:0] ledVect12 );
      opPSE[15:12] = op_PSE;
      opPSE[11: 0] = ledVect12;
   endfunction
endpackage
module ALU(	input logic [2:0]	ALUK,
				input logic	[15:0]A, B,
				output logic[15:0]ALUout);
always_comb
begin
	ALUout <= 16'h0000;
	case(ALUK)
		3'b000: ALUout <= (A+B);
		3'b001: ALUout <= (A&B);
		3'b010: ALUout <= (~A);
		3'b011: ALUout <= A;	 
		3'b100: ALUout <= (A-B);
		3'b101: ALUout <= (A*B);
		3'b110: ALUout <= (A/B);
	endcase
end
endmodule
==> flow_metrics.env <==
# yosys + openroad results
export IMPL_tool_warnings=37
export IMPL_endpoint="ALUout[0]"
export IMPL_synth_top_area_share=0.211
export IMPL_hold_viol_final=0
export IMPL_rows=73
export IMPL_setup_viol_count_final=0
export IMPL_p_per_area_nw_per_um2=16.0
export IMPL_fin_cells=2223
export IMPL_ant_nets=0
export IMPL_cp_arrival_ns=47.99
export IMPL_routed_wl_mm=41.6
export IMPL_crit_top_cell="ha_1"
export IMPL_yosysChipArea_sq_um=12200
export IMPL_hpwl_mm=32.7
export IMPL_chipHeight_um=203
export IMPL_drive_above_1_share=0.0565
export IMPL_synth_seq_share=0
export IMPL_die_w_um=203
export IMPL_drt_wirelength_per_cell_um=18.7
export IMPL_worst_pin_slew_ns=0.921
export IMPL_synth_stat_cells=1674
export IMPL_dieArea_sq_um=41400
export IMPL_first_global_vias=11562
export IMPL_ir_worst_vdd_v=0.0000195
export IMPL_top_cells_by_area="ha_1, fa_1, xnor2_1"
export IMPL_flops=0
export IMPL_cp_data_required_time_ns=68.24
export IMPL_antenna_found_initial=0
export IMPL_rsz0062_at_grt="no"
export IMPL_syn_area_sq_um=12200
export IMPL_synth_warnings=1
export IMPL_clock_buffers=0
export IMPL_start_kind="primary input"
export IMPL_dp_cells=2223
export IMPL_final_cell_mix="ha_1, nor2_1, nand2_1"
export IMPL_gr_usage_all_layers=0.206
export IMPL_min_period_ns=65.05
export IMPL_avgSynthCellArea_sq_um=7.27
export IMPL_hold_class="in2out"
export IMPL_synth_distinct_cells=80
export IMPL_max_stage_delay_ns=0.78
export IMPL_cts_setup_buffers=0
export IMPL_max_freq_mhz=15.4
export IMPL_fin_crit_sh=0.763
export IMPL_status="finished clean"
export IMPL_ios=51
export IMPL_routed_via_count=12152
export IMPL_grt_max_degree=29
export IMPL_yosys_area_top_type="ha_1"
export IMPL_place_gp_congestion=0.970
export IMPL_vias_per_cell=5.47
export IMPL_layout_setup_ws_ns=20.25
export IMPL_cts_resized=0
export IMPL_cp_max_fo=25
export IMPL_slew_viol_final=0
export IMPL_insertedDiodeCount=0
export IMPL_cp_end_kind="output pin"
export IMPL_drcViolationCount=0
export IMPL_syn_inst=1674
export IMPL_nFillCells=4160
export IMPL_final_layout_top_logic_cell="ha_1"
export IMPL_port_buffers=51
export IMPL_crit_path_start="B[14]"
export IMPL_min_path_cells=5
export IMPL_drt_iter0_markers=744
export IMPL_p_leak_nw=6.03
export IMPL_grt_ovfl_total=0
export IMPL_post_place_ws_ns=20.71
export IMPL_maxSlewHeadroom=0.381
export IMPL_postCtsHoldBufs=0
export IMPL_grt_pass1_wl_mm=64.8
export IMPL_core_sq_um=39900
export IMPL_path_class="in2out"
export IMPL_tns_ns=0
export IMPL_cpMaxStageDelayCell="nor4_1"
export IMPL_regArea_sq_um=0
export IMPL_dr_pass1_iters=5
export IMPL_cap_violations=0
export IMPL_fin_util=0.335
export IMPL_initCoreUtil=0.305
export IMPL_area_growth_pct=9.85
metal layers:
metal	up-vias	routed length, um	part of all wire	GRT usage
met5	-	0	0	0.00833
met4	0	1110	0.027	0.0467
met3	56	3680	0.088	0.0496
met2	480	18500	0.45	0.326
met1	5644	18300	0.44	0.285
li1	5972	-	-	-
worst max-delay path: cells and delay by family:
kind,cells,cell delay [ns]
multiplexers,2,0.78
adder cells (fa/ha/maj),15,4.63
buffers and inverters,7,1.89
AND-OR/OR-AND,61,16.62
AND/OR/NAND/NOR,27,6.98
cell families after synthesis:
family          share of synthesized area
compound gates                      0.244
xor+xnor                           0.0921
fa+ha+maj                           0.344
buf+inv                            0.0711
mux                                0.0293
simple gates                        0.219
area by class of cell:
cell class	instances	area, sq um	area share
Inverter	161	604	0.0452
Multi-Input combinational cell	1447	11300	0.846
Tap cell	525	657	0.0491
Timing Repair Buffer	90	803	0.0601
synthesized netlist by cell type (all sizes together) (34+ instances only):
cell and instances:
a21o 37, a21oi 101, and2 41, clkbuf 60, fa 81, ha 205, inv 159, nand2 160
nor2 165, nor3 43, o21a 34, o21ai 93, xnor2 91, xor2 37
how the worst min path moves through the flow:
stage / start / slack [ns] / endpoint
4_1_cts: ALUK[1] / 35.40 / ALUout[1]
5_1_grt: ALUK[1] / 35.42 / ALUout[1]
6_report: ALUK[1] / 35.39 / ALUout[1]
report_power, final:
part / switching, mW / internal (mW) / total, mW
registers: 0 / 0 / 0
clock network: 0 / 0 / 0
logic: 0.119 / 0.0951 / 0.215
stage by stage:
step	hold WS, ns	instance area, sq um	power (mW)
CTS	35.40	13400	0.215
finish	35.39	13400	0.215
global route	35.42	13400	0.241
detailed placement	35.39	13400	0.213
global placement	35.40	13400	0.213
floorplan	34.29	12200	0.156
Power and IR drop assume default switching activity.
