===== design/flow/design.v =====
package SLC3_2;
   parameter op_ADD = 4'b0001;  
   parameter op_AND = 4'b0101;
   parameter op_NOT = 4'b1001;
   parameter op_BR  = 4'b0000;
   parameter op_JMP = 4'b1100;
   parameter op_JSR = 4'b0100;
   parameter op_LDR = 4'b0110;
   parameter op_STR = 4'b0111;
   parameter op_PSE = 4'b1101;
   parameter NO_OP = 15'b0;    
   parameter R0 = 3'b000;       
   parameter R1 = 3'b001;
   parameter R2 = 3'b010;
   parameter R3 = 3'b011;
   parameter R4 = 3'b100;
   parameter R5 = 3'b101;
   parameter R6 = 3'b110;
   parameter R7 = 3'b111;
   parameter p   = 3'b001;      
   parameter z   = 3'b010;
   parameter zp  = 3'b011;
   parameter n   = 3'b100;
   parameter np  = 3'b101;
   parameter nz  = 3'b110;
   parameter nzp = 3'b111;
   parameter outHEX = -1;
   parameter inSW = -1;
   function [15:0] opCLR ( input [2:0] DR );
      opCLR[15:12] = op_AND;
      opCLR[11: 9] = DR;
      opCLR[ 8: 6] = DR;
      opCLR[ 5   ] = 1'b1;
      opCLR[ 4: 0] = 5'b0;
   endfunction
   function [15:0] opAND ( input [2:0] DR, SR1, SR2 );
      opAND[15:12] = op_AND;
      opAND[11: 9] = DR;
      opAND[ 8: 6] = SR1;
      opAND[ 5: 3] = 3'b0;
      opAND[ 2: 0] = SR2;
   endfunction
   function [15:0] opANDi ( input [2:0] DR, SR, integer imm5 );
      opANDi[15:12] = op_AND;
      opANDi[11: 9] = DR;
      opANDi[ 8: 6] = SR;
      opANDi[ 5   ] = 1'b1;
      opANDi[ 4: 0] = imm5[4:0];
   endfunction
   function [15:0] opADD ( input [2:0] DR, SR1, SR2 );
      opADD[15:12] = op_ADD;
      opADD[11: 9] = DR;
      opADD[ 8: 6] = SR1;
      opADD[ 5: 3] = 3'b0;
      opADD[ 2: 0] = SR2;
   endfunction
   function [15:0] opADDi ( input [2:0] DR, SR, integer imm5 );
      opADDi[15:12] = op_ADD;
      opADDi[11: 9] = DR;
      opADDi[ 8: 6] = SR;
      opADDi[ 5   ] = 1'b1;
      opADDi[ 4: 0] = imm5[4:0];
   endfunction
   function [15:0] opINC ( input [2:0] DR );
      opINC[15:12] = op_ADD;
      opINC[11: 9] = DR;
      opINC[ 8: 6] = DR;
      opINC[ 5   ] = 1'b1;
      opINC[ 4: 0] = 1;
   endfunction
   function [15:0] opDEC ( input [2:0] DR );
      opDEC[15:12] = op_ADD;
      opDEC[11: 9] = DR;
      opDEC[ 8: 6] = DR;
      opDEC[ 5   ] = 1'b1;
      opDEC[ 4: 0] = -1;
   endfunction
   function [15:0] opNOT ( input [2:0] DR, SR );
      opNOT[15:12] = op_NOT;
      opNOT[11: 9] = DR;
      opNOT[ 8: 6] = SR;
      opNOT[ 5: 0] = 5'b1;
   endfunction
   function [15:0] opBR ( input [2:0] condition, integer PCoffset9 );
      opBR[15:12] = op_BR;
      opBR[11: 9] = condition;
      opBR[ 8: 0] = PCoffset9[8:0];
   endfunction
   function [15:0] opJMP ( input [2:0] BaseR );
      opJMP[15:12] = op_JMP;
      opJMP[11: 9] = 3'b0;
      opJMP[ 8: 6] = BaseR;
      opJMP[ 5: 0] = 6'b0;
   endfunction
   function [15:0] opRET ( );
      opRET[15:12] = op_JMP;
      opRET[11: 9] = 3'b0;
      opRET[ 8: 6] = R7;
      opRET[ 5: 0] = 6'b0;
   endfunction
   function [15:0] opJSR ( input integer PCoffset11 );
      opJSR[15:12] = op_JSR;
      opJSR[11   ] = 1'b1;
      opJSR[10: 0] = PCoffset11[10:0];
   endfunction
   function [15:0] opLDR ( input [2:0] DR, BaseR, integer offset6 );
      opLDR[15:12] = op_LDR;
      opLDR[11: 9] = DR;
      opLDR[ 8: 6] = BaseR;
      opLDR[ 5: 0] = offset6[5:0];
   endfunction
   function [15:0] opSTR ( input [2:0] SR, BaseR, integer offset6 );
      opSTR[15:12] = op_STR;
      opSTR[11: 9] = SR;
      opSTR[ 8: 6] = BaseR;
      opSTR[ 5: 0] = offset6[5:0];
   endfunction
   function [15:0] opPSE ( input [11:0] ledVect12 );
      opPSE[15:12] = op_PSE;
      opPSE[11: 0] = ledVect12;
   endfunction
endpackage
module PCM_MM(input clk, reset, init,
				  input cpu0_write,										 
				  input [19:0] cpu0_addr,
				  input [15:0] cpu0_data_in,
				  output logic cpu0_ready,
				  output logic [15:0] cpu0_data_out,
				  input cpu1_write,										 
				  input [19:0] cpu1_addr,
				  input [15:0] cpu1_data_in,
				  output logic cpu1_ready,
				  output logic [15:0] cpu1_data_out,
				  input cpu2_write,										 
				  input [19:0] cpu2_addr,
				  input [15:0] cpu2_data_in,
				  output logic cpu2_ready,
				  output logic [15:0] cpu2_data_out,
				  input cpu3_write,										 
				  input [19:0] cpu3_addr,
				  input [15:0] cpu3_data_in,
				  output logic cpu3_ready,
				  output logic [15:0] cpu3_data_out,
				  output logic [10:0] pcm_mem_mm_address,
				  output logic pcm_mem_mm_chipselect,
				  output logic pcm_mem_mm_clken,
				  output logic pcm_mem_mm_write,
			  	  input logic  [15:0] pcm_mem_mm_readdata,
				  output logic [15:0] pcm_mem_mm_writedata,
				  output logic [1:0] pcm_mem_mm_byteenable);
				  logic reg0_resolved, reg0_resolved_next, reg0_sched;
				  PCM_MM_reg reg0(.clk(clk), .reset(reset), .resolved(reg0_resolved), .cpu_write(~cpu0_write), .addr(cpu0_addr), 
										.data_in(pcm_mem_mm_readdata), .cpu_in(cpu0_data_in), .schedule(reg0_sched), .cpu_ready(cpu0_ready), 
										.cpu_out(cpu0_data_out), .init(init));
				  logic reg1_resolved, reg1_resolved_next, reg1_sched;
				  PCM_MM_reg reg1(.clk(clk), .reset(reset), .resolved(reg1_resolved), .cpu_write(~cpu1_write), .addr(cpu1_addr), 
										.data_in(pcm_mem_mm_readdata), .cpu_in(cpu1_data_in), .schedule(reg1_sched), .cpu_ready(cpu1_ready), 
										.cpu_out(cpu1_data_out), .init(init));
				  logic reg2_resolved, reg2_resolved_next, reg2_sched;
				  PCM_MM_reg reg2(.clk(clk), .reset(reset), .resolved(reg2_resolved), .cpu_write(~cpu2_write), .addr(cpu2_addr), 
										.data_in(pcm_mem_mm_readdata), .cpu_in(cpu2_data_in), .schedule(reg2_sched), .cpu_ready(cpu2_ready), 
										.cpu_out(cpu2_data_out), .init(init));
				  logic reg3_resolved, reg3_resolved_next, reg3_sched;
				  PCM_MM_reg reg3(.clk(clk), .reset(reset), .resolved(reg3_resolved), .cpu_write(~cpu3_write), .addr(cpu3_addr), 
										.data_in(pcm_mem_mm_readdata), .cpu_in(cpu3_data_in), .schedule(reg3_sched), .cpu_ready(cpu3_ready), 
										.cpu_out(cpu3_data_out), .init(init));
				  enum logic [2:0] {WAIT, OPERATION_0, OPERATION_1, RESOLVED} cur_state, next_state;
				  logic [3:0] reg0_pos, reg1_pos, reg2_pos, reg3_pos;
				  logic reg0_waiting, reg1_waiting, reg2_waiting, reg3_waiting, reg0_waiting_next, reg1_waiting_next, reg2_waiting_next, reg3_waiting_next;
				  always_ff @ (posedge clk or posedge reset)
				  begin
						if(reset)
						begin
							cur_state <= WAIT;
						end
						else
						begin
							cur_state <= next_state;
						end
				  end
				  always_ff @ (posedge clk or posedge init)
				  begin
						if(init)
						begin
							reg0_pos = 4'h0;
							reg1_pos = 4'h0;
							reg2_pos = 4'h0;
							reg3_pos = 4'h0;
							reg0_resolved = 1'b0;
							reg0_waiting = 1'b0 ;
							reg1_resolved = 1'b0;
							reg1_waiting = 1'b0;
							reg2_resolved = 1'b0;
							reg2_waiting = 1'b0;
							reg3_resolved = 1'b0;
							reg3_waiting = 1'b0;
						end
						else
						begin
							if(reg0_sched == 1'b1 && reg0_waiting == 1'b0)
							begin
								reg0_waiting = 1'b1;
								reg0_pos = 4'b1 + {3'b0,reg1_waiting} + {3'b0,reg2_waiting} + {3'b0,reg3_waiting}; 
							end
							if(reg1_sched == 1'b1 && reg1_waiting == 1'b0)
							begin
								reg1_waiting = 1'b1;
								reg1_pos = 4'b1 + {3'b0,reg0_waiting} + {3'b0,reg2_waiting} + {3'b0,reg3_waiting}; 
							end
							if(reg2_sched == 1'b1 && reg2_waiting == 1'b0)
							begin
								reg2_waiting = 1'b1;
								reg2_pos = 4'b1 + {3'b0,reg0_waiting} + {3'b0,reg1_waiting} + {3'b0,reg3_waiting}; 
							end
							if(reg3_sched == 1'b1 && reg3_waiting == 1'b0)
							begin
								reg3_waiting = 1'b1;
								reg3_pos = 4'b1 + {3'b0,reg0_waiting} + {3'b0,reg1_waiting} + {3'b0,reg2_waiting}; 
							end
							if(cur_state == OPERATION_0)
							begin
								if(reg0_pos != 0)
								begin
									reg0_pos--;
								end
								if(reg1_pos != 0)
								begin
									reg1_pos--;
								end
								if(reg2_pos != 0)
								begin
									reg2_pos--;
								end
								if(reg3_pos != 0)
								begin
									reg3_pos--;
								end
							end
							if(cur_state == OPERATION_1 || cur_state == WAIT)  
							begin
								reg0_resolved = reg0_resolved_next;
								reg0_waiting = reg0_waiting_next ;
								reg1_resolved = reg1_resolved_next;
								reg1_waiting = reg1_waiting_next;
								reg2_resolved = reg2_resolved_next;
								reg2_waiting = reg2_waiting_next;
								reg3_resolved = reg3_resolved_next;
								reg3_waiting = reg3_waiting_next;
							end
						end
				  end
				  always_comb
				  begin
						next_state <= cur_state;
						case(cur_state)
							WAIT:
							begin
								if(reg0_waiting != 0 || reg1_waiting != 0 || reg2_waiting != 0 || reg3_waiting != 0)
								begin
									next_state <= OPERATION_0;
								end
							end
							OPERATION_0:
								next_state <= OPERATION_1;
							OPERATION_1:
								next_state <= RESOLVED;
							RESOLVED:
							begin
								next_state <= WAIT;
							end
						endcase
				  end
				  always_latch
				  begin
						if(init)
						begin
							reg0_resolved_next <= 1'b0;
							reg0_waiting_next <= 1'b0;
							reg1_resolved_next <= 1'b0;
							reg1_waiting_next <= 1'b0;
							reg2_resolved_next <= 1'b0;
							reg2_waiting_next <= 1'b0;
							reg3_resolved_next <= 1'b0;
							reg3_waiting_next <= 1'b0;
						end
						else
						begin
							case(cur_state)
							WAIT:
							begin
								reg0_resolved_next <= 1'b0;
								reg1_resolved_next <= 1'b0;
								reg2_resolved_next <= 1'b0;
								reg3_resolved_next <= 1'b0;
							end
							OPERATION_0:
							begin
								reg0_resolved_next <= 1'b0;
								reg1_resolved_next <= 1'b0;
								reg2_resolved_next <= 1'b0;
								reg3_resolved_next <= 1'b0;
								if(reg0_pos == 4'b1)
								begin
									pcm_mem_mm_address <= cpu0_addr[10:0];
									pcm_mem_mm_writedata <= cpu0_data_in;
								end
								if(reg1_pos == 4'b1)
								begin
									pcm_mem_mm_address <= cpu1_addr[10:0];
									pcm_mem_mm_writedata <= cpu1_data_in;
								end
								if(reg2_pos == 4'b1)
								begin
									pcm_mem_mm_address <= cpu2_addr[10:0];
									pcm_mem_mm_writedata <= cpu2_data_in;
								end
								if(reg3_pos == 4'b1)
								begin
									pcm_mem_mm_address <= cpu3_addr[10:0];
									pcm_mem_mm_writedata <= cpu3_data_in;
								end
							end
							OPERATION_1:
							begin
								if(reg0_pos == 4'b1)
								begin
									pcm_mem_mm_address <= cpu0_addr[10:0];
									pcm_mem_mm_writedata <= cpu0_data_in;
									pcm_mem_mm_write <= ~cpu0_write;
								end
								if(reg1_pos == 4'b1)
								begin
									pcm_mem_mm_address <= cpu1_addr[10:0];
									pcm_mem_mm_writedata <= cpu1_data_in;
									pcm_mem_mm_write <= ~cpu1_write;
								end
								if(reg2_pos == 4'b1)
								begin
									pcm_mem_mm_address <= cpu2_addr[10:0];
									pcm_mem_mm_writedata <= cpu2_data_in;
									pcm_mem_mm_write <= ~cpu2_write;
								end
								if(reg3_pos == 4'b1)
								begin
									pcm_mem_mm_address <= cpu3_addr[10:0];
									pcm_mem_mm_writedata <= cpu3_data_in;
									pcm_mem_mm_write <= ~cpu3_write;
								end
								reg0_resolved_next <= ~(reg0_pos[3:3] | reg0_pos[2:2] | reg0_pos[1:1] | reg0_pos[0:0]) & reg0_waiting;
								reg1_resolved_next <= ~(reg1_pos[3:3] | reg1_pos[2:2] | reg1_pos[1:1] | reg1_pos[0:0]) & reg1_waiting;
								reg2_resolved_next <= ~(reg2_pos[3:3] | reg2_pos[2:2] | reg2_pos[1:1] | reg2_pos[0:0]) & reg2_waiting;
								reg3_resolved_next <= ~(reg3_pos[3:3] | reg3_pos[2:2] | reg3_pos[1:1] | reg3_pos[0:0]) & reg3_waiting;
							end
							RESOLVED:
							begin
								reg0_resolved_next <= ~(reg0_pos[3:3] | reg0_pos[2:2] | reg0_pos[1:1] | reg0_pos[0:0]) & reg0_waiting;
								reg1_resolved_next <= ~(reg1_pos[3:3] | reg1_pos[2:2] | reg1_pos[1:1] | reg1_pos[0:0]) & reg1_waiting;
								reg2_resolved_next <= ~(reg2_pos[3:3] | reg2_pos[2:2] | reg2_pos[1:1] | reg2_pos[0:0]) & reg2_waiting;
								reg3_resolved_next <= ~(reg3_pos[3:3] | reg3_pos[2:2] | reg3_pos[1:1] | reg3_pos[0:0]) & reg3_waiting;
							end
							endcase
							reg0_waiting_next <= (reg0_pos[3:3] | reg0_pos[2:2] | reg0_pos[1:1] | reg0_pos[0:0]);
							reg1_waiting_next <= (reg1_pos[3:3] | reg1_pos[2:2] | reg1_pos[1:1] | reg1_pos[0:0]);
							reg2_waiting_next <= (reg2_pos[3:3] | reg2_pos[2:2] | reg2_pos[1:1] | reg2_pos[0:0]);
							reg3_waiting_next <= (reg3_pos[3:3] | reg3_pos[2:2] | reg3_pos[1:1] | reg3_pos[0:0]);
						end
				  end
				  assign pcm_mem_mm_chipselect = 1'b1;
				  assign pcm_mem_mm_byteenable = 2'b11;
				  assign pcm_mem_mm_clken = 1'b1;
				  endmodule
module PCM_MM_reg(input logic clk, reset, resolved, cpu_write, init,
						input logic [19:0] addr,
						input logic [15:0] data_in, cpu_in,
						output logic schedule, cpu_ready,
						output logic [15:0] cpu_out);
						enum logic [1:0] {WAIT, CONFLICT} cur_state, next_state;
						logic [19:0] addr_reg;
						always_ff @ (posedge clk or posedge reset)
						begin
							if(reset)
							begin
								cur_state <= WAIT;
							end
							else
								cur_state <= next_state;
						end
						always_latch
						begin
							next_state <= cur_state;
							if(init == 1'b1)
							begin
								next_state <= CONFLICT;
								schedule <= 1'b1;
							end
							if(cur_state != WAIT)
							begin
								cpu_ready = 1'b0;
								if(cpu_write == 1'b1)
									cpu_out <= cpu_in;
								else
									cpu_out <= data_in;
							end
							else
							begin
								cpu_ready = 1'b1;
							end
							if(addr_reg != addr)
							begin
								schedule <= 1'b1;
								next_state <= CONFLICT;
							end
							if(resolved)
							begin
								next_state <= WAIT;
								addr_reg <= addr;
								schedule <= 1'b0;
							end
						end
						endmodule

===== design/flow/run.sh =====
#!/bin/bash
# OpenROAD 26Q1-2900-gdf79404cd8, Yosys 0.63+post, stock flow scripts
make -C /OpenROAD-flow-scripts/flow DESIGN_CONFIG=/design/flow/config.mk WORK_HOME=/design/flow/orfs finish

===== design/flow/config.mk =====
export PLATFORM = sky130hd
export DESIGN_NAME = PCM_MM
export DESIGN_NICKNAME = PCM_MM
export VERILOG_FILES = /design/flow/design.v
export SDC_FILE = /design/flow/constraint.sdc
export NUM_CORES = 4
export LEC_CHECK = 1
export CORE_UTILIZATION = 40
export SYNTH_HDL_FRONTEND = slang

===== design/flow/constraint.sdc =====
current_design PCM_MM

set clk_period 3.7
set clk_io_pct 0.2

create_clock -name clk0 -period $clk_period [get_ports {clk}]

set non_clock_inputs [all_inputs -no_clocks]
set_input_delay [expr $clk_period * $clk_io_pct] -clock clk0 $non_clock_inputs
set_output_delay [expr $clk_period * $clk_io_pct] -clock clk0 [all_outputs]

==> results.cfg <==
; generated from flow reports
[floorplanning]
chipHeight_um = 136
die_area_sq_um = 18600
placementRows = 48
ios = 267
core_sq_um = 17500
die_w_um = 136
initCoreUtil_pct = 41.3

[clock_network]
postCtsHoldBufs = 0
clk_pin_slew_worst_paths_ns = 0.05
cts_resized = 0
htreeDepth = 2
clk_latency_ns = 0.27
numCtsBuffers = 5
cts_root_buf = clkbuf_16
cts_tree = built
cts_setup_buffers = 0
clock_path_buffers = 2

[finish]
drive_gt1_share_pct = 9.48
fill_cells = 1457
area_growth_pct = 41.4
final_area_sq_um = 10200

[sta]
max_clock_freq_mhz = 365
setup_slack_ns = 0.960
tightest_slew_ns = 0.771
hold_slack_ns = 0.471
finalSetupViolCount = 0
untimed_endpoints = 272
final-hold-violation-count = 0
finalCriticalPeriod_ns = 2.74
slew_violations = 0
unclocked_regs = 180
worst_clock_skew_ns = 0.00511
period_used_pct = 74.1
fin_setup_tns_ns = 0
rsz0062_at_grt = no
relSlewSlack_pct = 48.6

[global_routing]
antenna_found_initial = 1
grt_max_degree = 58
first_global_vias = 6151
grt_overflow = 0
grtUsageTotal_pct = 26.7
grt_pass1_wl_um = 35900

[logic_synthesis]
synth_flops = 212
synthCells = 751
ys_chip_area_sq_um = 7210
synth_warnings = 0
edf_count = 0
area_leaders = dlxtp_1 (37%), dfrtp_1 (11%), mux2_2 (10%), xnor2_1 (8.6%), nand2_1 (4.9%)
top_cell_area_share_pct = 37.4
synthArstFlopShare_pct = 15.1
ys_cells = 751
flop_cell = dlxtp_1
synthesis.area_sq_um = 7210
syn_avg_cell_area_sq_um = 9.60
top_area_cell = dlxtp_1
ys_types = 59

[detailed_routing]
ant_nets = 0
routedWlPerCell_um = 19.4
diodes = 0
vias_per_cell = 5.05
drc = 0
drtPass1Iterations = 5
drtIter0Drc = 260
vias = 6194
wl_um = 23800

[worst_setup_path]
critPathArrivalTime_ns = 2.93
critPathCaptureType = flop
critPathKind = reg2reg
start_kind = flop
required_ns = 3.89
path_max_fanout = 5

[placement]
dp_hpwl_um = 18500
dp_slack_ns = 1.01
place_area_sq_um = 10100
port-buffer-count = 262
place_congestion = 0.987

[power]
ir_drop_uv = 218
power_density_nw_per_um2 = 133
leakagePower_nw = 4.29

[run]
maxCapViolCount = 0
warnings = 26

[outcome]
status = complete, no violations

[worst_hold_path]
hold_path.class = reg2reg
path summary, 6_finish.rpt:
check,startpoint,to,slack (ns),cells after the start
max,reg0_waiting,reg3_pos[1],0.96,9
min reg2reg,cur_state[1],cur_state[3],0.47,0
max in group asynchronous,init,reg3_pos[0],2.20,3
min,cur_state[1],cur_state[3],0.47,0
max reg2reg,reg0_waiting,reg3_pos[1],0.96,9
min in group asynchronous,reset,reg1.cur_state[0],0.73,2
placed cells by master (no fill, tap or decap), types with 3 or more instances in the layout:
cell and count:
nand4_1 20, conb_1 4, buf_4 11, mux2_2 64
nand2b_1 4, clkdlybuf4s50_1 262, nor4_1 10, o31ai_1 28
and3_1 31, inv_1 23, a31oi_1 6, xnor2_1 71
clkbuf_16 5, a21oi_1 9, ha_1 11, o21ai_0 10
nand2_1 94, nor2b_1 4, o22ai_1 3, dlxtp_1 180
dfrtp_1 31, nand3b_1 4, nor3_1 4, mux2i_1 11
or2_2 3, nor2_1 42, xor2_1 16
stage by stage:
step	power [mW]	utilization (%)	cells
6_report	1.35	58.3	1227
5_1_grt	1.42	58.3	1227
4_1_cts	1.37	58.3	1227
3_5_place_dp	0.949	57.5	1219
3_3_place_gp	0.944	57.5	1219
2_1_floorplan	0.579	-	754
report_power, final:
part	internal (mW)	switching, mW
Combinational	0.338	0.157
Sequential	0.432	0.0149
Clock	0.268	0.143
critical path, cell delays in order, from the launching register on:
cell and delay (ns):
dfrtp_1 0.43, nor2_1 0.35, xnor2_1 0.24, ha_1 0.29, nand3b_1 0.10, a21boi_0 0.34
ha_1 0.28, o21ai_0 0.09, o21ai_0 0.31, mux2i_1 0.23
area by class of cell:
class	instances	area (sq um)	share of cell area (%)
inverter	23	86.3	0.847
multi-input combinational	486	3470	34.1
timing repair buffer	273	2710	26.5
sequential	212	3500	34.4
tap	225	282	2.76
clock buffer	8	146	1.44
logic make-up after synthesis:
group | Yosys count | share of synthesized area (%)
buf+inv | 56 | 3.50
latches | 180 | 37.4
mux | 76 | 11.8
flops | 32 | 11.1
compound gates | 78 | 7.62
xor+xnor | 87 | 10.6
other cells | 1 | 0.0520
fa+ha+maj | 11 | 1.91
simple gates | 230 | 15.9
synthesized netlist by cell type, types with 3 or more instances:
cell type,n
dlxtp_1,180
nand2_1,94
xnor2_1,71
mux2_2,64
nor2_1,42
and3_1,31
dfrtp_1,31
o31ai_1,28
inv_1,23
nand4_1,20
clkbuf_1,17
xor2_1,16
ha_1,11
mux2i_1,11
nor4_1,10
o21ai_0,10
a21oi_1,9
a31oi_1,6
buf_4,6
buf_1,4
buf_2,4
nand2b_1,4
nand3b_1,4
nor2b_1,4
nor3_1,4
o22ai_1,3
or2_2,3
metal layers:
layer  wire length [um]  global-route usage, %
met5                  0                      0
met4                235                   2.78
met3               1650                   5.40
met2              11800                   45.3
met1              10100                   37.0
Power and IR drop assume default switching activity.
