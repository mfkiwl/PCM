## ./design.v

```verilog
package SLC3_2;
   parameter op_ADD = 4'b0001;  
   parameter op_AND = 4'b0101;
   parameter op_NOT = 4'b1001;
   parameter op_BR  = 4'b0000;
   parameter op_JMP = 4'b1100;
   parameter op_JSR = 4'b0100;
   parameter op_LDR = 4'b0110;
   parameter op_STR = 4'b0111;
   parameter op_PSE = 4'b1101;
   parameter NO_OP = 15'b0;    
   parameter R0 = 3'b000;       
   parameter R1 = 3'b001;
   parameter R2 = 3'b010;
   parameter R3 = 3'b011;
   parameter R4 = 3'b100;
   parameter R5 = 3'b101;
   parameter R6 = 3'b110;
   parameter R7 = 3'b111;
   parameter p   = 3'b001;      
   parameter z   = 3'b010;
   parameter zp  = 3'b011;
   parameter n   = 3'b100;
   parameter np  = 3'b101;
   parameter nz  = 3'b110;
   parameter nzp = 3'b111;
   parameter outHEX = -1;
   parameter inSW = -1;
   function [15:0] opCLR ( input [2:0] DR );
      opCLR[15:12] = op_AND;
      opCLR[11: 9] = DR;
      opCLR[ 8: 6] = DR;
      opCLR[ 5   ] = 1'b1;
      opCLR[ 4: 0] = 5'b0;
   endfunction
   function [15:0] opAND ( input [2:0] DR, SR1, SR2 );
      opAND[15:12] = op_AND;
      opAND[11: 9] = DR;
      opAND[ 8: 6] = SR1;
      opAND[ 5: 3] = 3'b0;
      opAND[ 2: 0] = SR2;
   endfunction
   function [15:0] opANDi ( input [2:0] DR, SR, integer imm5 );
      opANDi[15:12] = op_AND;
      opANDi[11: 9] = DR;
      opANDi[ 8: 6] = SR;
      opANDi[ 5   ] = 1'b1;
      opANDi[ 4: 0] = imm5[4:0];
   endfunction
   function [15:0] opADD ( input [2:0] DR, SR1, SR2 );
      opADD[15:12] = op_ADD;
      opADD[11: 9] = DR;
      opADD[ 8: 6] = SR1;
      opADD[ 5: 3] = 3'b0;
      opADD[ 2: 0] = SR2;
   endfunction
   function [15:0] opADDi ( input [2:0] DR, SR, integer imm5 );
      opADDi[15:12] = op_ADD;
      opADDi[11: 9] = DR;
      opADDi[ 8: 6] = SR;
      opADDi[ 5   ] = 1'b1;
      opADDi[ 4: 0] = imm5[4:0];
   endfunction
   function [15:0] opINC ( input [2:0] DR );
      opINC[15:12] = op_ADD;
      opINC[11: 9] = DR;
      opINC[ 8: 6] = DR;
      opINC[ 5   ] = 1'b1;
      opINC[ 4: 0] = 1;
   endfunction
   function [15:0] opDEC ( input [2:0] DR );
      opDEC[15:12] = op_ADD;
      opDEC[11: 9] = DR;
      opDEC[ 8: 6] = DR;
      opDEC[ 5   ] = 1'b1;
      opDEC[ 4: 0] = -1;
   endfunction
   function [15:0] opNOT ( input [2:0] DR, SR );
      opNOT[15:12] = op_NOT;
      opNOT[11: 9] = DR;
      opNOT[ 8: 6] = SR;
      opNOT[ 5: 0] = 5'b1;
   endfunction
   function [15:0] opBR ( input [2:0] condition, integer PCoffset9 );
      opBR[15:12] = op_BR;
      opBR[11: 9] = condition;
      opBR[ 8: 0] = PCoffset9[8:0];
   endfunction
   function [15:0] opJMP ( input [2:0] BaseR );
      opJMP[15:12] = op_JMP;
      opJMP[11: 9] = 3'b0;
      opJMP[ 8: 6] = BaseR;
      opJMP[ 5: 0] = 6'b0;
   endfunction
   function [15:0] opRET ( );
      opRET[15:12] = op_JMP;
      opRET[11: 9] = 3'b0;
      opRET[ 8: 6] = R7;
      opRET[ 5: 0] = 6'b0;
   endfunction
   function [15:0] opJSR ( input integer PCoffset11 );
      opJSR[15:12] = op_JSR;
      opJSR[11   ] = 1'b1;
      opJSR[10: 0] = PCoffset11[10:0];
   endfunction
   function [15:0] opLDR ( input [2:0] DR, BaseR, integer offset6 );
      opLDR[15:12] = op_LDR;
      opLDR[11: 9] = DR;
      opLDR[ 8: 6] = BaseR;
      opLDR[ 5: 0] = offset6[5:0];
   endfunction
   function [15:0] opSTR ( input [2:0] SR, BaseR, integer offset6 );
      opSTR[15:12] = op_STR;
      opSTR[11: 9] = SR;
      opSTR[ 8: 6] = BaseR;
      opSTR[ 5: 0] = offset6[5:0];
   endfunction
   function [15:0] opPSE ( input [11:0] ledVect12 );
      opPSE[15:12] = op_PSE;
      opPSE[11: 0] = ledVect12;
   endfunction
endpackage
module Reg16(	input logic 		Clk, Reset, Load,	 
					input logic [15:0]Din,
					output logic[15:0]Dout
					);
always_ff @ (posedge Clk or posedge Reset)
begin
	if(Reset)
		Dout <= 16'h0000;
	else if(Load)
		Dout <= Din;
end
endmodule
module RegFile (	input logic 		Clk, Reset, Load,
						input logic [2:0]	SR1, SR2, DR,
						input logic [15:0] index,
						input logic [15:0]Din,
						output logic[15:0]SR1out, SR2out
						);
logic Ld0, Ld1, Ld2, Ld3, Ld4, Ld5, Ld6, Ld7;
logic [15:0] Dout0, Dout1, Dout2, Dout3, Dout4, Dout5, Dout6, Dout7;
Reg16 R1(.*, .Load(Ld1), .Dout(Dout1));
Reg16 R2(.*, .Load(Ld2), .Dout(Dout2));
Reg16 R3(.*, .Load(Ld3), .Dout(Dout3));
Reg16 R4(.*, .Load(Ld4), .Dout(Dout4));
Reg16 R5(.*, .Load(Ld5), .Dout(Dout5));
Reg16 R6(.*, .Load(Ld6), .Dout(Dout6));
Reg16 R7(.*, .Load(Ld7), .Dout(Dout7));
always_comb
begin
	case(SR1)	 
		3'b000: SR1out <= index;
		3'b001: SR1out <= Dout1;
		3'b010: SR1out <= Dout2;
		3'b011: SR1out <= Dout3;
		3'b100: SR1out <= Dout4;
		3'b101: SR1out <= Dout5;
		3'b110: SR1out <= Dout6;
		3'b111: SR1out <= Dout7;		
	endcase
	case(SR2)
		3'b000: SR2out <= index;
		3'b001: SR2out <= Dout1;
		3'b010: SR2out <= Dout2;
		3'b011: SR2out <= Dout3;
		3'b100: SR2out <= Dout4;
		3'b101: SR2out <= Dout5;
		3'b110: SR2out <= Dout6;
		3'b111: SR2out <= Dout7;
	endcase
	Ld0 <= 1'b0;	 
	Ld1 <= 1'b0;
	Ld2 <= 1'b0;
	Ld3 <= 1'b0;
	Ld4 <= 1'b0;
	Ld5 <= 1'b0;
	Ld6 <= 1'b0;
	Ld7 <= 1'b0;
	if(Load)
	begin
		case(DR)	 
			3'b001: Ld1 <= 1'b1;
			3'b010: Ld2 <= 1'b1;
			3'b011: Ld3 <= 1'b1;
			3'b100: Ld4 <= 1'b1;
			3'b101: Ld5 <= 1'b1;
			3'b110: Ld6 <= 1'b1;
			3'b111: Ld7 <= 1'b1;	
			default: ;
		endcase
	end
end
endmodule
```

## ./run.sh

```bash
#!/bin/bash
# OpenROAD 26Q1-2900-gdf79404cd8, Yosys 0.63+post, stock flow scripts
make -C /OpenROAD-flow-scripts/flow DESIGN_CONFIG=/design/flow/config.mk WORK_HOME=/design/flow/orfs finish
```

## ./config.mk

```make
export PLATFORM = sky130hd
export DESIGN_NAME = RegFile
export DESIGN_NICKNAME = RegFile
export VERILOG_FILES = /design/flow/design.v
export SDC_FILE = /design/flow/constraint.sdc
export NUM_CORES = 4
export LEC_CHECK = 1
export CORE_UTILIZATION = 30
```

## ./constraint.sdc

```tcl
current_design RegFile

set clk_period 2.7
set clk_io_pct 0.2

create_clock -name clk0 -period $clk_period [get_ports {Clk}]

set non_clock_inputs [all_inputs -no_clocks]
set_input_delay [expr $clk_period * $clk_io_pct] -clock clk0 $non_clock_inputs
set_output_delay [expr $clk_period * $clk_io_pct] -clock clk0 [all_outputs]
```

==> run_results.csv <==
group,metric,value,unit
status,status,"completed",
detailed_routing,dr.pass1.iters,7,
floorplanning,dieArea,22600,um2
sta,setup_violations,0,
synth,mux_area_share,28.0,%
sta,rsz0062_at_grt,"false",
detailed_routing,drt_first_iter_violations,309,
synth,edf_count,0,
detailed_routing,n_antenna_cell,0,
finish,final_util,38.6,%
global_routing,grt_max_degree,80,
flow_run,maxCapViolations,0,
synth,ys_warn_count,2,
critical_path,critPathSlowestCell,"clkdlybuf4s50_1",
critical_path,start_kind,"input pin",
synth,ys.flops,112,
floorplanning,fp.dieW,150,um
floorplanning,fp_util,31.0,%
hold_path,whs_path_depth,1,
critical_path,cp.buffers_inverters,3,
synth,ys_sh_adder,0,%
synth,synth.logic.top_family,"multiplexers",
synth,syn_area_per_cell,11.6,um2
synth,synth_cells,567,
sta,fin_crit_sh,96.3,%
synth,simple_gate_share,8.03,%
sta,setup_ws,0.100,ns
cts,cts_buffer_depth,2,
critical_path,path_cells,"buf_2 -> buf_4 -> nand2b_1 -> nor2_1 -> o32ai_1 -> nand2_1 -> clkdlybuf4s50_1",
floorplanning,rows,53,
finish,drive_above_1_share,30.1,%
detailed_routing,drc_errors,0,
placed_design,port_buffers,75,
sta,fin_crit,2.60,ns
finish,stdcell_count,933,
synth,yosysTopAreaCell,"dfrtp_1",
synth,synth_stat.cells,567,
floorplanning,fp.dieH,150,um
detailed_routing,drt.antenna.violating_nets,0,
critical_path,cp.depth,7,
flow_run,warnings,25,
sta,worstMarginPinSlew,0.522,ns
cts,clock_sinks,112,
power,leakagePower,3.45,nW
critical_path,rrSetupSlack,1.91,ns
synth,synth.cellmix.compoundShare,15.2,%
critical_path,regToRegEndpoint,"R2.Dout[3]",
cts,root_buffer,"clkbuf_16",
synth,top_cell_area_share,42.4,%
critical_path,ff2ff_path_depth,1,
critical_path,r2r_start,"R2.Dout[3]",
synth,synthArstFlopShare,100,%
power,power_density,617,nW/um2
global_routing,antenna_found_initial,0,
critical_path,crit_path_max_fanout,21,
detailed_routing,viasPerCell,5.40,
finish,lay_top_cells,"112 x dfrtp_1, 93 x mux2_2, 69 x clkdlybuf4s50_1",
finish,area_growth_syn_to_layout,24.3,%
global_routing,gr-usage-all-layers,17.7,%
synth,ys_top_cells_by_area,"dfrtp_1 42%, mux2_2 16%, mux2i_1 8.2%",
placed_design,place_congestion,0.878,
finish,lay_top_count,"dfrtp_1",
synth,ys_chip_area,6610,um2
placed_design,placedCellCount,915,
power,ir_drop,0.313,mV
detailed_routing,wire_per_inst,20.5,um
sta,clock_skew,0,ns
finish,fillCellCount,1972,
sta,fmax,385,MHz
critical_path,crit_type,"in2out",
critical_path,required,2.16,ns
placed_design,dp_hpwl,12.6,mm
floorplanning,coreArea,21300,um2
synth,syn_area,6610,um2
global_routing,grt_pass1_wl,29.4,mm
synth,synth.distinct_cells,39,
cts,cts_tree,"built",
floorplanning,io-pin-count,76,
critical_path,end_kind,"output pin",
global_routing,first_global_vias,5056,
cts,cts.clk_slew.worst_paths,0.07,ns
sta,finalHoldViolCount,0,
synth,synth_seq_share,42.4,%
detailed_routing,vias,5037,
critical_path,arrival,2.06,ns
placed_design,dp_slack,-0.304,ns
power,p_total,5.07,mW
sta,slew_headroom,65.2,%
synth,synthFlopType,"dfrtp_1",
critical_path,crit_family,"buffers and inverters",
hold_path,worstHoldStart,"R4.Dout[13]",
cts,insertion_delay,0.35,ns
cts,htree_levels,3,
hold_path,hold_end,"R4.Dout[13]",
cts,cts_buffers,9,
hold_path,hp-class,"reg2reg",
critical_path,max_stage_delay,0.42,ns
sta,finalMaxSlewViolations,0,
global_routing,globalRouteOverflowTotal,0,
synth,xor_share,0,%
detailed_routing,postRouteWirelength,19.1,mm
## state kept, by name, indices dropped and copies added (netlist names)
name and flops:
R1.Dout 16, R5.Dout 16, R6.Dout 16, R7.Dout 16, R3.Dout 16, R2.Dout 16
R4.Dout 16
## cell type report
cell class | instances | area, um2 | area share (%)
well taps | 275 | 344 | 4.19
multi-input cells | 388 | 3430 | 41.8
clock buffers | 11 | 233 | 2.83
repair buffers | 125 | 1270 | 15.5
clock inverters | 5 | 57.6 | 0.701
inverters | 17 | 67.6 | 0.823
flip-flops and latches | 112 | 2800 | 34.1
## stage by stage
stage	area (um2)	hold slack, ns	TNS [ns]
after floorplan	6610	0.495	0
after global placement	7800	0.505	-8.07
after detailed placement	7800	0.510	-7.95
after CTS	8140	0.531	0
final	8210	0.529	0
after global routing	8210	0.550	0
## power breakdown
| group | internal (mW) | switching, mW | total (mW) |
|---|---|---|---|
| Combinational | 0.865 | 0.567 | 1.43 |
| Clock | 0.721 | 0.606 | 1.33 |
| Sequential | 2.05 | 0.264 | 2.31 |
## metal layers
metal  part of all wire, %  global-route usage [%]  vias up
met5                     0                       0        -
met4                   1.4                    2.27        0
met3                   7.3                    3.55       26
met2                    46                    26.9      173
met1                    46                    27.2     2528
li1                      -                       -     2310
## repair_timing
item / CTS / global route
pin swaps: 0 / 1
buffers inserted: 0 / 0
resized: 14 / 13
hold buffers: 0 / 0
setup endpoints to repair: 32 / 28
endpoints found under the hold margin: 0 / 0
gates cloned: 0 / 2
## Yosys cell counts, types with 16 or more instances
| cell | instances |
|---|---|
| a211oi_1 | 18 |
| buf_2 | 17 |
| dfrtp_1 | 112 |
| inv_1 | 17 |
| mux2_2 | 93 |
| mux2_4 | 16 |
| mux2i_1 | 54 |
| nand2_1 | 21 |
| nor2_1 | 20 |
| nor2b_1 | 25 |
| o21ai_0 | 17 |
| o22a_1 | 30 |
| o22ai_1 | 18 |
## cell families (layout without fill, tap and decap cells)
kind of cell / Yosys count / after routing
buffers and inverters: 67 / 158
flip-flops: 112 / 112
AND-OR/OR-AND: 137 / 137
AND/OR/NAND/NOR: 87 / 87
multiplexers: 164 / 164
## worst max path at each step
| stage | start | endpoint |
|---|---|---|
| CTS | SR2[2] | SR2out[13] |
| global route | SR1[1] | SR1out[2] |
| finish | SR1[2] | SR1out[7] |
Power figures rest on the tool's default switching activity, not on a simulated workload.
